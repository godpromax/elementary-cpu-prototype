**flow/config.mk**
```make
export PLATFORM = sky130hd
export DESIGN_NAME = CTRL
export DESIGN_NICKNAME = CTRL
export VERILOG_FILES = /design/flow/design.v
export SDC_FILE = /design/flow/constraint.sdc
export NUM_CORES = 4
export LEC_CHECK = 1
export CORE_AREA = 10 10 70 70
export DIE_AREA = 0 0 80 80
```
**flow/constraint.sdc**
```tcl
current_design CTRL

set clk_period 1.7
set clk_io_pct 0.2

create_clock -name clk0 -period $clk_period

set non_clock_inputs [all_inputs -no_clocks]
set_input_delay [expr $clk_period * $clk_io_pct] -clock clk0 $non_clock_inputs
set_output_delay [expr $clk_period * $clk_io_pct] -clock clk0 [all_outputs]
```
**flow/design.v**
```verilog
module CTRL (
    input mova, movb, movc, add, sub, and1, not1, rsr, rsl, jmp, jz, jc, in1, out1, nop, halt, z ,c , 
    input [7:0] in,
    input sm,
    output reg [1:0] reg_ra, reg_wa, madd,
    output reg [3:0] alu_s,
    output reg pc_ld, pc_inc, reg_we, ram_xl, ram_dl, alu_m, fbus, flbus, frbus, ir_ld, cf_en, zf_en, sm_en, in_en, out_en
);
    always @(mova, movb, movc, add, sub, and1, not1, rsr, rsl, jmp, jz, z, jc, c, in1, out1, nop, halt, sm, in) begin     
        reg_ra = in[1:0];
        reg_wa = in[3:2];
        reg_we = ~sm|out1|movb|jmp|jc|jz|halt|nop;
        madd = {movb, movc};
        alu_s = in[7:4];
        alu_m = add|sub|not1|and1|rsr|rsl|out1;
        cf_en = add|sub|rsr|rsl;
        zf_en = add|sub;
        sm_en = ~halt;
        in_en = in1;
        out_en = out1;  
        fbus = add|sub|and1|not1|out1|mova|movb;
        flbus = rsl;
        frbus = rsr;
        ir_ld = ~sm;
        pc_inc = ~sm|(jz&~z)|(jc&~c);
        pc_ld = jmp|(jz&z)|(jc&c);
        ram_xl = movb;
        ram_dl = movc|jmp|(jz&z)|(jc&c)|~sm;
    end  
endmodule
```
**flow/run.sh**
```bash
#!/bin/bash
# OpenROAD 26Q1-2900-gdf79404cd8, Yosys 0.63+post, stock flow scripts
make -C /OpenROAD-flow-scripts/flow DESIGN_CONFIG=/design/flow/config.mk WORK_HOME=/design/flow/orfs finish
```
==> deck_impl_summary.md <==
Synthesis and Place & Route Summary

Timing
  • Worst Tran Pin Value: 0.1974 ns
  • Fin. max-slew vios: 0
  • Endpoints failing setup: 2
  • Period utilization: 1.070
  • Relative slew slack: 0.8674
  • Endpoints failing hold: 0
  • Fin worst setup slack: -0.1191 ns
  • RSZ-0062 raised after global routing: yes
  • Max Clk Rate: 549.7 MHz
  • Period minus WS final: 1.819 ns

Worst setup path
  • Critical path class: input pin to primary output
  • CP max-delay cell: or4_4
  • CP max FO: 2
  • Worst Path Required: 1.36 ns
  • Worst Setup SP: and1
  • Worst-path cell chain: buf_6 -> or4_4 -> or4_1 -> buf_2
  • Buf+Inv Stages, Crit Path: 2
  • Critical path's top delay family: simple AND/OR/NAND/NOR gates
  • CP startpoint kind: input pin
  • Worst EP arrival: 1.48 ns
  • Slowest stage delay, CP: 0.52 ns
  • CP Capture Type: primary output

Finish
  • Sequential cell count: 0
  • Layout Area Growth over Synthesis: 149.4%
  • Register Area: 0 µm²
  • Layout cell share with drive strength beyond 1: 0.3509
  • Final core occ: 0.1553
  • Filler cells: 397
  • Clkbuf count: 0
  • Combinational Area: 110.1 µm²

GRT
  • Tot GR Track Use: 0.02701
  • Vias in the first global route: 314
  • Initial antenna violation count: 0
  • Global route overflow: 0
  • Largest net degree at the start of global routing: 4
  • First-pass GRT wire length: 1476 µm

Die
  • Die Y: 80 µm
  • Total die size: 0.006400 mm²
  • Die width: 80 µm
  • Ports: 52
  • Core Footprint: 0.003416 mm²
  • Floorplan Utilization: 0.06227
  • # rows: 21

Pwr
  • P_leak: 0.2256 nW
  • Max VDD drop: 0.02162 mV
  • Pwr dens: 167.2 mW/mm²

Min path
  • Worst Min Path Start: in[4]
  • Hold WC Path Type: input pin to primary output

Synth
  • Main area contributors: buf_4, or4_1, inv_1
  • Ys cells: 31
  • Cells after Synth: 31
  • Synth Cell Area: 212.7 µm²
  • Register share after synthesis: 0
  • Ys Warns: 1
  • Syn Area/Cell: 6.861 µm²
  • Post-synth cell types: 10
  • YS chip area: 212.7 µm²
  • Area leader share: 0.5294
  • Yosys top cell by area: buf_4

Placed design
  • Global placer's final weighted congestion: 0.6821
  • Pre-CTS WS: -0.7834 ns
  • # port buffers: 34
  • Dpl hpwl: 983.7 µm

Route
  • Routed WL: 1037 µm
  • Via density: 2.786
  • Routed Antenna Nets: 0
  • Drt first pass iters: 2
  • Via count: 287
  • Ant. Diodes: 0
  • DRC violations left: 0
  • Wire per inst: 10.07 µm
  • DR iter-0 viols: 11

Run
  • Max-Cap Viols: 0
  • Tool warnings: 34

Status
  • Failing checks: setup timing
  • Status: finished with violations

Clock network
  • Setup Buffers After CTS: 0
  • Hold buffer count at cts: 0
[kinds of logic after synthesis]
logic type / share of synthesized area
AND/OR/NAND/NOR: 0.3177
AND-OR/OR-AND: 0.08237
buffers and inverters: 0.6000
[metal layers]
| metal | track usage | share of wire |
|---|---|---|
| met4 | 0.003521 | 0 |
| met2 | 0.04976 | 0.51 |
| met3 | 0.009091 | 0.15 |
| met5 | 0 | 0 |
| met1 | 0.02966 | 0.34 |
[where the power goes]
part | leakage [nW] | switching [mW] | internal [mW]
clock | 0 | 0 | 0
combinational | 0.226 | 0.0250 | 0.0637
sequential | 0 | 0 | 0
[layout by cell type (no fill, tap or decap), drive strengths merged, types with 2 or more instances in the layout]
cell type      synthesis  routed
clkdlybuf4s50          0      11
or4                    4       4
or2                    2       2
clkbuf                 0       4
inv                    4       4
buf                   15      13
dlygate4sd2            0      11
[per-stage QoR]
| step | std cells | cell area [µm²] | total power, mW | TNS (ns) | hold slack (ns) |
|---|---|---|---|---|---|
| floorplan | 31 | 212.7 | 0.02875 | 0 | 0.6891 |
| global placement | 104 | 558.0 | 0.09990 | -3.640 | 0.6800 |
| detailed placement | 104 | 558.0 | 0.1008 | -3.703 | 0.6800 |
| CTS | 103 | 544.3 | 0.09278 | -0.3170 | 0.6800 |
| global route | 103 | 530.5 | 0.09633 | -0.3001 | 0.6800 |
| finish | 103 | 530.5 | 0.08871 | -0.2296 | 0.6800 |
[layout make-up]
cell class | instances | share of cell area
multi-input cells | 12 | 0.2075
repair buffers | 41 | 0.6557
well taps | 46 | 0.1085
inverters | 4 | 0.02830
[Yosys cell counts (all sizes together)]
library cell and count:
a22o 1, buf 15, inv 4, nand2 1, nor4 1, nor4b 1, o221ai 1, or2 2
or3 1, or4 4
[path summary, 6_finish.rpt]
kind / depth (start not counted) / to
max: 4 / fbus
min: 0 / alu_s[0]
[timing repair]
action,in CTS,in global routing
pin swaps,5,3
setup endpoints to repair,13,4
resized,44,8
Power figures rest on the tool's default switching activity, not on a simulated workload.
