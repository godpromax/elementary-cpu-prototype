`flow/config.mk`:
```
export PLATFORM = sky130hd
export DESIGN_NAME = Reg
export DESIGN_NICKNAME = Reg
export VERILOG_FILES = /design/flow/design.v
export SDC_FILE = /design/flow/constraint.sdc
export NUM_CORES = 4
export LEC_CHECK = 1
export CORE_AREA = 10 10 93 93
export DIE_AREA = 0 0 103 103
```
`flow/run.sh`:
```
#!/bin/bash
# OpenROAD 26Q1-2900-gdf79404cd8, Yosys 0.63+post, stock flow scripts
make -C /OpenROAD-flow-scripts/flow DESIGN_CONFIG=/design/flow/config.mk WORK_HOME=/design/flow/orfs finish
```
`flow/design.v`:
```
module Reg (
    input clk,we,
    input [1:0] RSA,RWDA,
    input [7:0] i,
    output reg[7:0] S,D
);
reg[7:0] A=8'b0000_0001,B=8'b0000_0010,C=8'b1000_0000; 
parameter a=2'b00,b=2'b01,c=2'b10;   
always @(RSA or RWDA or A or B or C) begin
    case (RSA)
    a:begin S=A;end
    b:begin S=B;end
    c:begin S=C;end
    default:begin S=C;end
    endcase
    case (RWDA)
    a:begin D=A;end
    b:begin D=B;end
    c:begin D=C;end
    default:begin D=C;end
    endcase
end
always @(negedge clk) begin
    if(we==1'b0)begin
        case (RWDA)
        a:begin A<=i;end
        b:begin B<=i;end
        c:begin C<=i;end
        default:begin C<=i;end
        endcase
    end
    else begin A<=A;end 
end
endmodule
```
`flow/constraint.sdc`:
```
current_design Reg

set clk_period 1.9
set clk_io_pct 0.2

create_clock -name clk0 -period $clk_period [get_ports {clk}]

set non_clock_inputs [all_inputs -no_clocks]
set_input_delay [expr $clk_period * $clk_io_pct] -clock clk0 $non_clock_inputs
set_output_delay [expr $clk_period * $clk_io_pct] -clock clk0 [all_outputs]
```
==> out/results.md <==
| Parameter | Reported | Unit |
|:---|:---|:---|
| Outcome | complete, but fails checks | - |
| Failing checks | setup timing | - |
| Length of the first detailed-routing pass in iterations | 4 | - |
| Netlist Area Pre-Place | 1110 | um2 |
| Share of post-route cells with drive strength above 1 | 26.90 | % |
| Area inside the core boundary | 6756 | um2 |
| Placement row count | 30 | - |
| Number of clock sinks | 24 | - |
| Worst-case setup margin in the final layout | -0.5413 | ns |
| HPWL after detailed placement | 2129 | um |
| Final count of negative-setup-slack endpoints | 16 | - |
| Count of instantiated cells in the yosys netlist | 81 | - |
| Pin count of the biggest net entering global routing | 17 | - |
| Effective utilization at floorplan | 16.43 | % |
| Placer congestion estimate | 0.7803 | - |
| Maximum Capacitance Violations | 0 | - |
| Pre-CTS WS | -0.7429 | ns |
| Synth-to-layout area growth | 47.35 | % |
| Global-route wire length before repair | 4291 | um |
| # port buffers | 29 | - |
| Endpoint required time on the critical path | 1.52 | ns |
| Number of antenna violations at the first check in global routing | 0 | - |
| Max-Slew Margin vs Limit | 86.97 | % |
| CTS tree | done | - |
| Top-level port count | 30 | - |
| Endpoints failing hold | 0 | - |
| Pwr dens | 773.6 | nW/um2 |
| Total routed wirelength | 2700 | um |
| Peak supply drop | 417.0 | uV |
| Unrepaired setup endpoints after global routing | yes | - |
| Utilization after layout | 24.20 | % |
| Vias in the first global route | 935 | - |
| Root Driver | clkbuf_8 | - |
| GRT Total Usage | 5.204 | % |
| Antenna fix cells | 0 | - |
| Via density | 3.760 | - |
| Tally of yosys warning messages | 1 | - |
| Clock Pin Slew Worst Setup and Hold Paths | 0.03 | ns |
| Synthesis-stage register bit count | 24 | - |
| Routed length per instance | 12.00 | um |
| Count of buffers added by post-CTS timing repair for setup | 0 | - |
| Die X-Extent | 103 | um |
| Die Size | 10610 | um2 |
| Leakage dissipation | 0.7363 | nW |
| Worst hold path type | in -> out | - |
| H-tree depth | 1 | - |
| Critical path capture point type | primary output | - |
| Top fanout value on the critical path | 2 | - |
| Sequential element share of the synthesized area | 64.94 | % |
| Remaining DRCs | 0 | - |
| Number of max-slew violations in the final report | 0 | - |
| Starting DRT DRC Count | 28 | - |
| Path type of the worst setup path | reg -> out | - |
| Endpoint arrival time on the critical path | 2.06 | ns |
| Area of the synthesized netlist per yosys stat | 1110 | um2 |
| Slew at the pin with the worst max-slew slack | 0.1901 | ns |
| Die span in y | 103 | um |
| Antenna viol nets, final | 0 | - |
| Setup TNS | -7.765 | ns |
| Maximum number of buffers from clock root to sink | 2 | - |
| Remaining Overflow, GRT | 0 | - |
| CTS buffer count | 3 | - |
| Synthesized instance count | 81 | - |
| Startpoint kind of the worst setup timing path | flop | - |
| Tool Warnings | 52 | - |
| Via count of the routed design | 846 | - |
| Distinct cells, synth | 9 | - |
| Syn Area/Cell | 13.70 | um2 |
-- critical path, stage by stage (launching register included) --
cell      delay (ns)
edfxtp_1        0.37
mux2i_1         0.20
o21ai_1         0.10
buf_2           0.12
-- kinds of logic after synthesis --
group | Yosys count | synth area share [%]
AND/OR/NAND/NOR | 19 | 8.005
AND-OR/OR-AND | 16 | 7.216
flip-flops | 24 | 64.94
buffers and inverters | 6 | 5.411
multiplexers | 16 | 14.43
-- area by class of cell --
cell class	instances	area [um2]
Multi-Input combinational cell	51	344.1
Fill cell	723	5121
Clock inverter	24	90.09
Sequential cell	24	720.7
Timing Repair Buffer	43	339.1
Tap cell	80	100.1
Clock buffer	3	41.29
-- synthesized netlist by cell type --
library cell / number / area [um2]
edfxtp_1: 24 / 720.7
o21ai_1: 16 / 80.08
nor2b_1: 1 / 6.260
mux2i_1: 16 / 160.2
nor3_2: 1 / 10.01
nand2_1: 16 / 60.06
buf_6: 5 / 56.30
nor3b_2: 1 / 12.51
inv_1: 1 / 3.750
-- power by group --
group	internal [mW]	leakage, nW	switching (mW)	total (mW)
Clock	0.207	0.149	0.258	0.465
Combinational	0.0949	0.365	0.0724	0.167
Sequential	0.620	0.222	0.0124	0.632
Total	0.922	0.736	0.343	1.27
-- path summary, 6_finish.rpt --
check  startpoint    to  cells after the start
max          B[7]  S[7]                      3
min       RWDA[1]  D[7]                      4
-- state kept, by name (all words and copies together) (netlist names) --
| register | cells |
|---|---|
| B | 8 |
| C | 8 |
| A | 8 |
-- through the flow --
stage                     cells  hold slack, ns  cell area [um2]  power [mW]
after floorplan              81          0.7906             1132      0.7869
after global placement      199           1.891             1589      0.9187
after detailed placement    199           1.900             1589      0.9191
after CTS                   225           1.187             1635       1.298
after global routing        225           1.224             1635       1.371
final                       225           1.188             1635       1.265
-- timing repair --
action	CTS	global route
pin swaps	17	15
hold endpoints to repair	0	0
gates resized	64	0
hold buffers	0	0
gates cloned	0	0
endpoints found under the setup margin	40	16
-- metal layers --
layer | GRT usage [%] | routed length [um] | up-vias
met5 | 0 | 0 | -
met4 | 1.604 | 14 | 0
met3 | 2.370 | 154 | 2
met2 | 8.386 | 1310 | 29
met1 | 6.095 | 1220 | 388
li1 | - | - | 427
-- cell usage in the layout (no fill, tap or decap), drive strengths merged --
| cell | synthesis | layout |
|---|---|---|
| buf | 5 | 33 |
| nand2 | 16 | 16 |
| nor2b | 1 | 1 |
| edfxtp | 24 | 24 |
| o21ai | 16 | 16 |
| mux2i | 16 | 16 |
| clkdlybuf4s50 | 0 | 10 |
| clkbuf | 0 | 3 |
| nor3b | 1 | 1 |
| inv | 1 | 24 |
| nor3 | 1 | 1 |
Power figures rest on the tool's default switching activity, not on a simulated workload.
