## ./constraint.sdc

```tcl
current_design ALU

set clk_period 7.4
set clk_io_pct 0.2

create_clock -name clk0 -period $clk_period

set non_clock_inputs [all_inputs -no_clocks]
set_input_delay [expr $clk_period * $clk_io_pct] -clock clk0 $non_clock_inputs
set_output_delay [expr $clk_period * $clk_io_pct] -clock clk0 [all_outputs]
```

## ./config.mk

```make
export PLATFORM = sky130hd
export DESIGN_NAME = ALU
export DESIGN_NICKNAME = ALU
export VERILOG_FILES = /design/flow/design.v
export SDC_FILE = /design/flow/constraint.sdc
export NUM_CORES = 4
export LEC_CHECK = 1
export CORE_AREA = 10 10 94 94
export DIE_AREA = 0 0 104 104
```

## ./run.sh

```bash
#!/bin/bash
# OpenROAD 26Q1-2900-gdf79404cd8, Yosys 0.63+post, stock flow scripts
make -C /OpenROAD-flow-scripts/flow DESIGN_CONFIG=/design/flow/config.mk WORK_HOME=/design/flow/orfs finish
```

## ./design.v

```verilog
module ALU(M,se,S,D,T,Cf,Zf);
input M;
input [3:0]se;
input [7:0]S,D;
output [7:0]T;
output Cf, Zf;
reg [7:0]T;
reg Cf,Zf;
always@(M,se,S,D)
begin
Cf=1'b0;
	T = 8'h00;
	Zf = 1'b0;
	if(M==1'b0) 
	begin
		T = S;
	end
	if(M==1'b1)
	begin
		if(se==4'b1001)
		begin 
			{Cf,T} = S+D;
			if(Cf==1'b0&&T==8'h00)
				begin Zf = 1'b1; end
		end
		else if(se==4'b0110)
		begin
			{Cf,T} = D-S;
			if(Cf==1'b0&&T==8'h00)
				begin Zf = 1'b1; end
		end
		else if(se==4'b1011)
		begin
			{Cf,T} = S&D;
		end
		else if(se==4'b0101)
		begin 
			T = ~D;
		end
		else if(se==4'b1010||se==4'b0100)
			begin T = D; end
		else if(se==4'b1100)
			begin T = S; end
	end
end
endmodule
```

==> flow_summary_export.csv <==
group,metric,value,unit
routing,vias,1568,
floorplanning,die_x,104,um
layout,fin_area,1779,sq um
critical_path,crit_buf_inv,3,
timing,fin_crit,6000,ps
logic_synthesis,ys_seq_share,0,%
placed_design,place_area,1779,sq um
critical_path,worst_path_max_delay_cell,"clkdlybuf4s50_1",
run_status,status,"completed",
logic_synthesis,synth.largest_area_cell,"ha_1",
timing,fin_crit_sh,81.08,%
logic_synthesis,ys_warn_count,1,
critical_path,cp_max_fo,5,
grt,grt-ovfl-total,0,
routing,firstDrtPassIters,4,
logic_synthesis,ys_cells,213,
logic_synthesis,syn_area,1449,sq um
hold_path,whs_path_depth,4,
timing,fmax,166.7,MHz
logic_synthesis,synthCells,213,
critical_path,max_stage_delay,560,ps
floorplanning,die_h,104,um
routing,first_iter_violations,118,
placed_design,place_hpwl,3775,um
hold_path,min-delay-start,"S[6]",
grt,antenna_found_initial,0,
clock_network,postCtsHoldBufs,0,
hold_path,min_path_type,"input port to primary output",
critical_path,startpoint,"S[0]",
routing,avgViaCountPerCell,4.810,
layout,flops,0,
floorplanning,rows,30,
layout,final_common_cell,"clkdlybuf4s50_1",
grt,grt_max_degree,18,
hold_path,hold_path_end,"T[6]",
layout,mostFrequentLayoutCells,"31 x clkdlybuf4s50_1, 21 x nand2_1, 18 x nor2_1, 18 x a21oi_1, 17 x ha_1",
timing,finalHoldViolCount,0,
floorplanning,core,6832,sq um
placed_design,numPortBuffers,31,
grt,grt_pass1_wl,7783,um
critical_path,start_kind,"input port",
pwr,ir_worst_vdd,0.01736,mV
pwr,power,122.2,uW
logic_synthesis,top_cell_area_share,14.68,%
logic_synthesis,avgSynthCellArea,6.802,sq um
logic_synthesis,ys_top_cells_by_area,"ha_1 15%, a21oi_1 6.2%, nand2_1 5.4%",
layout,syn_to_final_growth,22.80,%
pwr,cellPowerDensity,68.65,nW/um^2
routing,n_antenna_cell,0,
placed_design,gp_congestion,0.9268,
critical_path,cp_data_arrival_time,4520,ps
flow_run,maxCapViolCount,0,
grt,grt_pass1_vias,1490,
clock_network,cts_resized,0,
routing,wirelength,4555,um
logic_synthesis,ys_chip_area,1449,sq um
floorplanning,fp_util,21.21,%
layout,layout-drive-gt1-share,6.522,%
timing,finalSetupViolCount,0,
pwr,p_leak,0.0006744,uW
timing,maxSlewHeadroom,45.99,%
flow_run,warnings,41,
timing,rsz0062_at_grt,"no",
floorplanning,ios,31,
critical_path,cp-end-kind,"primary output",
placed_design,place_ws,1387,ps
clock_network,cts_setup_buffers,0,
layout,clkbuf_count,0,
layout,final-comb-area,1285,sq um
layout,fillers,766,
routing,wl_per_cell,13.97,um
floorplanning,chipArea,10820,sq um
timing,setup_slack,1400,ps
timing,tightest_slew,804.0,ps
critical_path,required,5920,ps
critical_path,cpLargestDelayFamily,"buffers and inverters",
critical_path,crit_top_cell,"clkdlybuf4s50_1",
layout,fin_util,26.04,%
routing,drc,0,
critical_path,critPathKind,"input port to primary output",
logic_synthesis,ys_types,53,
critical_path,crit_chain,"clkdlybuf4s50_1 > ha_1 > inv_1 > fa_1 > o21ai_0 > a21oi_1 > xor2_1 > nor3_1 > nand4_1 > a211oi_1 > clkdlybuf4s50_1",
timing,slew_violations,0,
timing,tns,0,ps
layout,ff_latch_area,0,sq um
routing,drtAntennaViolNets,0,
grt,grt_usage,8.346,%
## synthesized netlist by cell type (2+ instances only)
library cell	count
xnor2_1	9
o21ai_2	2
nor3_1	2
nor4_1	2
xor2_1	2
inv_1	15
or2_2	3
nor2_1	18
a211oi_1	7
buf_2	2
a21o_1	2
buf_6	4
inv_2	2
nand2_1	21
and2_1	4
a211o_1	2
o211ai_1	2
a31oi_1	5
a21oi_1	18
clkbuf_1	4
fa_1	2
nor2b_1	5
o22ai_1	5
o21a_1	2
a221oi_1	8
o21ai_0	15
o221ai_1	3
ha_1	17
o22a_1	2
a221o_1	3
nand2b_1	3
## where the power goes
group	switching (uW)	internal, uW
sequential	0	0
combinational	63.7	58.5
clock	0	0
## logic make-up (layout without fill, tap and decap cells)
logic type | Yosys count | in the layout | synth area share (%)
buffers and inverters | 31 | 48 | 11.31
adder cells (fa/ha/maj) | 19 | 19 | 17.44
AND/OR/NAND/NOR | 66 | 66 | 22.63
AND-OR/OR-AND | 85 | 85 | 41.28
multiplexers | 1 | 1 | 0.6909
XOR/XNOR | 11 | 11 | 6.650
## stage by stage
| stage | hold WS (ps) | cells |
|---|---|---|
| after floorplan | 3012 | 213 |
| after global placement | 4005 | 326 |
| after detailed placement | 4004 | 326 |
| after CTS | 4011 | 326 |
| after global routing | 4063 | 326 |
| final | 4009 | 326 |
## area by class of cell
cell class | instances | share of cell area [%]
tap | 96 | 6.751
timing repair buffer | 31 | 17.44
inverter | 17 | 3.586
multi-input combinational | 182 | 72.22
## worst max path at each step
stage | endpoint | slack (ps) | depth (start not counted)
after global routing | Zf | 1190 | 11
after CTS | Zf | 1380 | 11
final | Zf | 1400 | 11
## per-layer routing
metal	track usage [%]	part of all wire (%)	up-vias
li1	-	-	819
met1	12.44	51	715
met2	13.20	44	34
met3	1.065	5.0	0
met4	0	0	0
met5	0	0	-
## tightest hold or removal path, delay by kind of cell
kind | cells | cell delay (ps)
buffers and inverters | 3 | 980
AOI/OAI and AO/OA | 1 | 80
Power and IR drop assume default switching activity.
